[./design.v]
module Counter#(parameter ADDR_WIDTH = 5)(
	input                       En,
	input                       rst_n,
	input                       clk,
	output reg [ADDR_WIDTH:0]   Binary_out
);
always @(negedge rst_n or posedge clk) begin
    if (~rst_n) begin
        Binary_out <= 0;
    end
    else if (En) begin
         Binary_out <= Binary_out + 1; 
    end
    else begin
            Binary_out <= Binary_out;
    end
end
endmodule : Counter
module FIFO #(parameter ADDR_WIDTH = 5, DATA_WIDTH = 8 )(
    input                       clk_read,
    input                       clk_write,
    input                       rst_n,  
    input [DATA_WIDTH-1:0]      DataIn,    
    input                       Wr_enable,  
    input                       Read_enable,  
    output     [DATA_WIDTH-1:0] DataOut,   
    output                      Empty,  
    output                      Full  
);
	parameter  Num_Stages = 2,
	           Bus_Width  = ADDR_WIDTH +1; 
	wire [ADDR_WIDTH:0] w_addr_binary,  
	                    r_addr_binary;  
	wire [ADDR_WIDTH:0] w_addr_Gray,  
                          r_addr_Gray;  
	wire [ADDR_WIDTH:0] sync_w_addr_Gray, 
                          sync_r_addr_Gray; 
    wire Empty_internal, Full_internal;
	RAM #(
	    .ADDR_WIDTH(ADDR_WIDTH),
	    .DATA_WIDTH(DATA_WIDTH)
	) RAM_instance(
	    .r_clk(clk_read),
	    .w_clk(clk_write),
	    .rst_n(rst_n),
	    .Write_EN(Wr_enable && ~Full_internal),
	    .Read_EN(Read_enable && ~Empty_internal),
	    .read_addr(r_addr_binary[ADDR_WIDTH-1:0]),
	    .write_addr(w_addr_binary[ADDR_WIDTH-1:0]),
	    .DataIn(DataIn),
	    .DataOut(DataOut)
	);
	Counter #(
	    .ADDR_WIDTH(ADDR_WIDTH)
	) Write_Counter(
	    .En(Wr_enable && ~Full_internal),
	    .rst_n(rst_n),
	    .clk(clk_write),
	    .Binary_out(w_addr_binary)
	);
     GrayCoding #(
    .ADDR_WIDTH(ADDR_WIDTH)
    ) write_GrayCoding(
    .clk(clk_read),
    .rst_n(rst_n),
    .BinaryVal(w_addr_binary),
    .GrayVal(w_addr_Gray)
    );
	Counter #(
	    .ADDR_WIDTH(ADDR_WIDTH)   
	) Read_Counter(
	    .En(Read_enable && ~Empty_internal),
        .rst_n(rst_n),
	    .clk(clk_read),
	    .Binary_out(r_addr_binary)
	);
	GrayCoding #(
    .ADDR_WIDTH(ADDR_WIDTH)
    ) Read_GrayCoding(
    .clk(clk_read),
    .rst_n(rst_n),
    .BinaryVal(r_addr_binary),
    .GrayVal(r_addr_Gray)
    );
	Synchronizer #(
	    .Num_Stages(Num_Stages),
	    .Bus_Width(Bus_Width)
	) Write_Synchronizer(
	    .clk(clk_write),
	    .rst_n(rst_n), 
	    .Async_Bits(r_addr_Gray),
	    .Sync_Bits(sync_r_addr_Gray)
	);
	Synchronizer #(
	    .Num_Stages(Num_Stages),
	    .Bus_Width(Bus_Width)
	) Read_Synchronizer(
	    .clk(clk_read),
	    .rst_n(rst_n),
	    .Async_Bits(w_addr_Gray),
	    .Sync_Bits(sync_w_addr_Gray)
	);
	Flag_Control #(
	    .ADDR_WIDTH(ADDR_WIDTH)
	) Flag_Control_instance(
	    .rst_n(rst_n),
	    .read_clk(clk_read),
	    .write_clk(clk_write),
	    .sync_ReadAddr(sync_r_addr_Gray),
	    .ReadAdrr(r_addr_Gray),
	    .sync_WriteAddr(sync_w_addr_Gray),
	    .WriteAdrr(w_addr_Gray),
	    .Full(Full_internal),
	    .Empty(Empty_internal)
	); 
assign Empty = Empty_internal;
assign Full = Full_internal;
endmodule : FIFO
module Flag_Control #(parameter ADDR_WIDTH = 5)(
	input                rst_n,
	input                read_clk,
	input                write_clk, 
	input [ADDR_WIDTH:0] sync_ReadAddr,
	input [ADDR_WIDTH:0] ReadAdrr,
	input [ADDR_WIDTH:0] sync_WriteAddr,
	input [ADDR_WIDTH:0] WriteAdrr,
	output   reg         Full,
	output   reg         Empty
);
always @(*) begin : Full_Flag_Control  
    if (~rst_n) begin
        Full = 0;
    end
    else if ((WriteAdrr) == {~sync_ReadAddr[ADDR_WIDTH:ADDR_WIDTH-1],sync_ReadAddr[ADDR_WIDTH-2:0]}) begin
        Full = 1;
    end
    else begin
        Full = 0; 
    end     
end
always @(*) begin : Empty_Flag_Control  
    if (~rst_n) begin
        Empty = 1;
    end
    else if (ReadAdrr == sync_WriteAddr) begin  
        Empty = 1;
    end
    else begin
        Empty = 0; 
    end     
end	
endmodule : Flag_Control
module GrayCoding #(parameter ADDR_WIDTH = 5)(
	input                      clk,
	input                      rst_n,
	input       [ADDR_WIDTH:0] BinaryVal,
	output reg  [ADDR_WIDTH:0] GrayVal
);
always @(negedge rst_n or posedge clk) begin
     if (~rst_n) begin
        GrayVal <= 0;
    end
    else begin
            GrayVal <= BinaryVal ^ (BinaryVal >> 1);
    end
end
endmodule : GrayCoding
module RAM #(parameter ADDR_WIDTH = 5, DATA_WIDTH = 8)(
	input                       r_clk,
	input                       w_clk,
	input                       rst_n,
	input                       Write_EN,
	input                       Read_EN,
	input      [ADDR_WIDTH-1:0] read_addr,
	input      [ADDR_WIDTH-1:0] write_addr,
	input      [DATA_WIDTH-1:0] DataIn, 
	output reg [DATA_WIDTH-1:0] DataOut
);
   reg [DATA_WIDTH-1:0] dataReg [(2**ADDR_WIDTH)-1:0]; 
   integer i;
   always @(posedge w_clk or negedge rst_n) begin : write_block
       if (~rst_n) begin
           for (i = 0; i < (2**ADDR_WIDTH); i = i +1) begin
               dataReg[i] <= 0;
           end
       end
       else if (Write_EN) begin
               dataReg[write_addr]<= DataIn;
           end
   end
   always @(*) begin : read_block 
       if (~rst_n) begin
           DataOut <= 0;
       end
       else if (Read_EN) begin
               DataOut <= dataReg[read_addr];
       end
   end
endmodule : RAM
module Synchronizer#(parameter Num_Stages = 2, Bus_Width = 1, RST_VAL = 0)(
    input                      clk,
    input                      rst_n,
    input      [Bus_Width-1:0] Async_Bits,
    output reg [Bus_Width-1:0] Sync_Bits
);
reg [Num_Stages-1:0] Q [Bus_Width-1:0];
integer i;
    always @(posedge clk or negedge rst_n) begin
    if (~rst_n) begin
        for (i = 0; i < Bus_Width ; i = i + 1 ) begin
            Q[i] <= RST_VAL;
        end
    end
    else begin
            for (i = 0; i < Bus_Width ; i = i + 1 ) begin
                Q[i] <= {Q[i][Num_Stages-2:0],Async_Bits[i]};
            end
        end
    end
    always@(*) begin
        for (i = 0; i < Bus_Width ; i = i + 1 ) begin
            Sync_Bits[i] = Q[i][Num_Stages-1];
        end
    end
endmodule : Synchronizer
[./run.sh]
#!/bin/bash
# OpenROAD 26Q1-2900-gdf79404cd8, Yosys 0.63+post, stock flow scripts
make -C /OpenROAD-flow-scripts/flow DESIGN_CONFIG=/design/flow/config.mk WORK_HOME=/design/flow/orfs finish
[./config.mk]
export PLATFORM = sky130hd
export DESIGN_NAME = FIFO
export DESIGN_NICKNAME = FIFO
export VERILOG_FILES = /design/flow/design.v
export SDC_FILE = /design/flow/constraint.sdc
export NUM_CORES = 4
export LEC_CHECK = 1
export CORE_UTILIZATION = 30
[./constraint.sdc]
current_design FIFO

set clk_period 9.6
set clk_io_pct 0.2

create_clock -name clk0 -period $clk_period [get_ports {clk_read}]
create_clock -name clk1 -period $clk_period [get_ports {clk_write}]

set non_clock_inputs [all_inputs -no_clocks]
set_input_delay [expr $clk_period * $clk_io_pct] -clock clk0 $non_clock_inputs
set_output_delay [expr $clk_period * $clk_io_pct] -clock clk0 [all_outputs]
==> out/qor.csv <==
stage,metric,value,unit
logic_synthesis,synthFlopType,dfrtp_1,
logic_synthesis,top_area_share,54.4,%
grt,antenna_found_initial,2,
sta,rsz0062_at_grt,false,
critical_path,critPathLaunchType,input port,
route,route.vias.total,9087,
logic_synthesis,yosys_cells,1069,
cells_and_area,area_growth_syn_to_layout,12.9,%
cells_and_area,final_util,34.6,%
logic_synthesis,syn_area,14000,um2
clock_network,cts_setup_buffers,0,
placement,dp_slack,4.43,ns
sta,tns,0,ns
grt,grt_usage,17.3,%
route,wl,38.8,mm
route,drt_iter0_drc,705,
die,floorplan.core_util,30.6,%
route,antenna_left,0,
grt,grtUsageMet3,6.24,%
cells_and_area,fillerInstances,4430,
logic_synthesis,synth_cells,1069,
die,chip_area,47500,um2
cells_and_area,design_area,15800,um2
pwr,cellInternalPower,0.00318,W
sta,worst_pin_slew,0.834,ns
route,drt_pre_antenna_iters,5,
die,io_pins,23,
clock_network,clkTransAtPathRegs,0.06,ns
pwr,power_frac_seq,43.3,%
placement,port_buffers,21,
placement,dpl_cell_area,14800,um2
pwr,pwr-share-clk,23.9,%
logic_synthesis,yosysTopAreaCell,dfrtp_1,
critical_path,end_kind,output pin,
critical_path,critPathBufInv,2,
logic_synthesis,enable_flop_cells,0,
job,drv_cap,0,
pwr,powerDensity,314,nW/um2
sta,finalHoldViolCount,0,
grt,use_met2,24.5,%
critical_path,critical_path.cell_chain,buf_8 > nand4_1 > nor4_1 > clkdlybuf4s50_1,
grt,grtUsageMet1,25.1,%
logic_synthesis,avgSynthCellArea,13.1,um2
pwr,peakVddDrop,176,uV
cells_and_area,lay_top_count,dfrtp_1,
die,die_h,218,um
critical_path,crit_fanout,71,
die,chipWidth,218,um
clock_network,ctsHoldBuffers,0,
grt,first_global_vias,9221,
critical_path,worstPathArrival,3.23,ns
grt,grt_pass1_wl,59.1,mm
grt,busiest_layer,met1,
die,rows,78,
logic_synthesis,netlist-cell-type-count,63,
sta,slew_headroom,44.3,%
logic_synthesis,synthArstFlopShare,97.4,%
grt,grt_overflow,0,
route,post-route-drc-count,0,
sta,skew,0.0211,ns
route,wl_per_cell,23.0,um
sta,untimed_endpoints,16,
logic_synthesis,ys_warn_count,7,
critical_path,cp_slowest_cell,clkdlybuf4s50_1,
sta,holdWs,0.116,ns
cells_and_area,final_cell_mix,"303 x dfrtp_1, 175 x mux2_1, 85 x mux2_2",
logic_synthesis,area_leaders,"dfrtp_1 54%, mux2_1 14%, mux2_2 6.8%",
pwr,power_switching,0.00178,W
outcome,status,completed,
pwr,p_comb_share,32.9,%
logic_synthesis,ys_chip_area,14000,um2
sta,unclocked_pins,8,
grt,grt_max_degree,72,
pwr,leakagePower,7.01,nW
cells_and_area,drive_gt1_share,18.3,%
sta,setup_violations,0,
sta,worst_slack,4.45,ns
pwr,p_sw_share,36.0,%
critical_path,critical-path-top-delay-family,buffers and inverters,
sta,drv_slew,0,
critical_path,slowest_delay,0.51,ns
clock_network,post_cts_resized,0,
critical_path,cp.required,7.68,ns
route,via_per_inst,5.39,
clock_network,tritoncts,done,
placement,gp_congestion,0.906,
logic_synthesis,ys.flops,312,
die,core_area,45700,um2
critical_path,path_class,input port to output pin,
placement,hpwl,24.0,mm
job,warnings,40,
worst_hold_path,hold_path_class,flip-flop to flip-flop,
==> per-layer routing <==
metal  part of all wire [%]  wire length, um
met4                    3.6             1410
met3                    9.3             3610
met5                   0.25               95
met2                     43            16800
met1                     44            16900
==> area by class of cell <==
| class | instances | area (um2) | share of cell area [%] |
|---|---|---|---|
| multi-input combinational | 647 | 5800 | 36.7 |
| tap | 600 | 751 | 4.76 |
| sequential | 312 | 7730 | 49.0 |
| inverter | 21 | 78.8 | 0.499 |
| antenna | 1 | 2.50 | 0.0159 |
| clock buffer | 45 | 942 | 5.97 |
| clock inverter | 11 | 61.3 | 0.388 |
| timing repair buffer | 49 | 425 | 2.69 |
==> power groups by stage <==
stage | combinational [W] | clock, W | sequential (W)
CTS | 0.00163 | 0.00121 | 0.00215
global route | 0.00177 | 0.00125 | 0.00222
finish | 0.00163 | 0.00118 | 0.00215
==> cells in the mapped netlist (4+ instances only) <==
cell type    n
nand4_1     13
buf_2       18
dlxtn_1      8
a221oi_1     6
nand2_1     41
a22o_1       5
a32o_1       6
a21oi_1      7
o21ai_1     14
o22ai_1     21
ha_1        24
xnor2_1     14
nor2b_1      6
o21ai_0     17
nor2_1       7
clkbuf_1    60
and3_1       6
nand3_2     15
a31oi_1      8
dfrtp_1    304
a22oi_1     52
mux2i_1      8
a2111oi_0    4
mux2_1     175
nor3_1       5
buf_1        5
nand3_1     26
mux2_2      85
a32oi_1      5
nand4_2     14
nand2b_1     5
inv_1       20
a222oi_1    13
xor2_1       8
==> sequential cells by signal, summed over array words and instances, names as in the netlist <==
name and cells:
Write_Synchronizer.Q 12, write_GrayCoding.GrayVal 6, RAM_instance.DataOut 8, Read_Counter.Binary_out 6
Read_Synchronizer.Q 12, Read_GrayCoding.GrayVal 6, Write_Counter.Binary_out 6, RAM_instance.dataReg 256
==> per-stage QoR <==
| stage | instances | total power [W] |
|---|---|---|
| global route | 1685 | 0.00524 |
| CTS | 1685 | 0.00498 |
| finish | 1686 | 0.00496 |
| floorplan | 1069 | 0.00321 |
| global placement | 1629 | 0.00375 |
| detailed placement | 1629 | 0.00378 |
==> final timing paths <==
| check | startpoint | to | slack, ns | depth (start not counted) |
|---|---|---|---|---|
| max | rst_n | Full | 4.45 | 4 |
| min | Read_GrayCoding.GrayVal[3] | Write_Synchronizer.Q[3][0] | 0.12 | 0 |
| max reg2reg | Write_Synchronizer.Q[2][1] | RAM_instance.dataReg[26][1] | 6.96 | 5 |
| min reg2reg | Read_GrayCoding.GrayVal[3] | Write_Synchronizer.Q[3][0] | 0.12 | 0 |
| max in group clk1 | Wr_enable | RAM_instance.dataReg[26][1] | 5.76 | 5 |
| max in group asynchronous | rst_n | RAM_instance.dataReg[10][7] | 5.95 | 4 |
| min in group clk0 | Read_Synchronizer.Q[3][0] | Read_Synchronizer.Q[3][1] | 0.35 | 0 |
| min in group asynchronous | rst_n | Write_Synchronizer.Q[1][1] | 1.31 | 1 |
==> worst register-to-register path: stages (launching register included) <==
cell	delay (ns)
dfrtp_1	0.37
xor2_1	0.21
o41a_2	0.19
buf_4	0.45
nand4_1	0.77
mux2_2	0.53
==> logic make-up after synthesis <==
kind of cell	share of synthesized area, %
AND-OR/OR-AND	9.77
XOR/XNOR	1.38
adder cells (fa/ha/maj)	2.15
buffers and inverters	3.29
flip-flops	54.4
latches	0.859
multiplexers	21.5
AND/OR/NAND/NOR	6.61
Power figures rest on the tool's default switching activity, not on a simulated workload.
